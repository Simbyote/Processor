### flow/constraint.sdc
current_design ifetch_dut

set clk_period 1.6
set clk_io_pct 0.2

create_clock -name clk0 -period $clk_period [get_ports {clk}]

set non_clock_inputs [all_inputs -no_clocks]
set_input_delay [expr $clk_period * $clk_io_pct] -clock clk0 $non_clock_inputs
set_output_delay [expr $clk_period * $clk_io_pct] -clock clk0 [all_outputs]
### flow/design.v
`timescale 1ns/1ps
package params_pkg;
    parameter int ADDR_W  = 16;
    parameter int DATA_W  = 256;
    parameter int INSTR_W = 32;
    typedef enum logic [2:0] {
        DRAM = 3'd0,
        DROM = 3'd1,
        DMAT = 3'd2,
        DINT = 3'd3,
        DREG = 3'd4,
        DEXE = 3'd5,
        DSPI = 3'd6,
        DNON = 3'd7
    } did_t;
endpackage
`default_nettype none
`timescale 1ns/1ps
import params_pkg::*;  
module fetch (
    input wire clk,
    input wire rst,
    input wire hold,
    input wire flush,
    input wire [ADDR_W-1:0] pc_curr,
    input wire hit,
    input wire [2:0] did,
    input wire [INSTR_W-1:0] drom_data,
    output logic [ADDR_W-1:0] addr,
    output logic rd,
    output logic [INSTR_W-1:0] instr,
    output logic valid
);
    assign addr = pc_curr;
    assign rd = ~hold;
    logic instr_ok;
    assign instr_ok = hit && (did == DROM);
    always_ff @(posedge clk) begin
        if (rst) begin   
            instr <= '0;
            valid <= 1'b0;
        end
        else if (hold) begin     
            instr <= instr;
            valid <= valid;
        end
        else if (flush) begin    
            valid <= 1'b0;
            instr <= instr;
        end
        else begin   
            valid <= instr_ok;
            if (instr_ok) begin
                instr <= drom_data;
            end
        end
    end
endmodule
`default_nettype wire
`default_nettype none
`timescale 1ns/1ps
import params_pkg::*;    
module pc (
    input wire clk,
    input wire rst,
    input wire pc_we,
    input wire [ADDR_W-1:0] pc_next,
    output logic [ADDR_W-1:0] pc_curr,
    output logic [ADDR_W-1:0] pc_inc
);
    assign pc_inc = pc_curr + {{(ADDR_W-1){1'b0}}, 1'b1};  
    always_ff @(posedge clk) begin   
        if (rst) begin
            pc_curr <= '0;
        end
        else if (pc_we) begin
            pc_curr <= pc_next;
        end
    end
endmodule
`default_nettype wire
`default_nettype none
`timescale 1ns/1ps
import params_pkg::*;  
module decode (
    input wire rd, wr,
    input wire [ADDR_W-1:0] addr,
    output logic hit,
    output logic [2:0] did
);
    always_comb begin
        hit = 1'b0;
        did = DNON;
        if (rd || wr) begin
            unique case (addr[15:12])
                4'h0: begin 
                    hit = 1'b1;
                    did = DRAM;
                end
                4'h1: begin
                    hit = 1'b1;
                    did = DROM;
                end
                4'h2: begin
                    hit = 1'b1;
                    did = DMAT;
                end
                4'h3: begin
                    hit = 1'b1;
                    did = DINT;
                end
                4'h4: begin
                    hit = 1'b1;
                    did = DREG;
                end
                4'h5: begin
                    hit = 1'b1;
                    did = DEXE;
                end
                4'h6: begin
                    hit = 1'b1;
                    did = DSPI;
                end
                default: begin
                    hit = 1'b0;
                    did = DNON;
                end
            endcase
        end
    end
endmodule
`default_nettype wire
`default_nettype none
`timescale 1ns/1ps
import params_pkg::*;
module top;
    ifetch_top root();
endmodule
module ifetch_top;
    logic clk, rst;
    logic pc_we, hold, flush;
    logic [ADDR_W-1:0] pc_next, pc_curr;
    logic [INSTR_W-1:0] instr;
    logic valid;
    logic [ADDR_W-1:0] addr;
    logic rd;
    logic hit;
    logic [2:0] did;
    ifetch_dut dut (
        .clk(clk),
        .rst(rst),
        .pc_we(pc_we),
        .hold(hold),
        .flush(flush),
        .pc_next(pc_next),
        .pc_curr(pc_curr),
        .instr(instr),
        .valid(valid),
        .addr(addr),
        .rd(rd),
        .hit(hit),
        .did(did)
    );
    ifetch_tb stim (
        .pc_curr(pc_curr),
        .addr(addr),  
        .rd(rd),
        .hit(hit),
        .did(did),
        .instr(instr),
        .valid(valid),
        .clk(clk),
        .rst(rst),
        .pc_we(pc_we),
        .pc_next(pc_next),
        .hold(hold),
        .flush(flush)
    );
    initial begin
        $dumpfile("ifetch.vcd");
        $dumpvars(0, ifetch_top);
    end
endmodule
module decode_top;
    logic rd, wr;
    logic [ADDR_W-1:0] addr;
    logic hit;
    logic [2:0] did;
    decode dut (
        .rd(rd),
        .wr(wr),
        .addr(addr),
        .hit(hit),
        .did(did)
    );
    decode_tb stim (
        .hit(hit),
        .did(did),
        .rd(rd),
        .wr(wr),
        .addr(addr)
    );
    initial begin
        $dumpfile("decode.vcd");
        $dumpvars(0, decode_top);
    end
endmodule
module ifetch_dut (
    input wire clk,
    input wire rst,
    input wire pc_we,
    input wire hold,
    input wire flush,
    input wire [ADDR_W-1:0] pc_next,
    output logic [ADDR_W-1:0] pc_curr,
    output logic [INSTR_W-1:0] instr,
    output logic valid,
    output logic [ADDR_W-1:0] addr,
    output logic rd,
    output logic hit,
    output logic [2:0] did
);
    logic [ADDR_W-1:0] pc_inc;
    pc u_pc (
        .clk(clk),
        .rst(rst),
        .pc_we(pc_we),
        .pc_next(pc_next),
        .pc_curr(pc_curr),
        .pc_inc(pc_inc)
    );
    logic wr;
    assign wr = 1'b0;  
    decode u_decode (
        .rd(rd),
        .wr(wr),
        .addr(addr),
        .hit(hit),
        .did(did)
    );
    logic [INSTR_W-1:0] drom_data;
    assign drom_data = '0;   
    fetch u_fetch (
        .clk(clk),
        .rst(rst),
        .hold(hold),
        .flush(flush),
        .pc_curr(pc_curr),
        .hit(hit),
        .did(did),
        .drom_data(drom_data),
        .addr(addr),
        .rd(rd),
        .instr(instr),
        .valid(valid)
    );
endmodule
`default_nettype wire
### flow/config.mk
export PLATFORM = sky130hd
export DESIGN_NAME = ifetch_dut
export DESIGN_NICKNAME = ifetch_dut
export VERILOG_FILES = /design/flow/design.v
export SDC_FILE = /design/flow/constraint.sdc
export NUM_CORES = 4
export LEC_CHECK = 1
export CORE_AREA = 10 10 78 78
export DIE_AREA = 0 0 88 88
### flow/run.sh
#!/bin/bash
# OpenROAD 26Q1-2900-gdf79404cd8, Yosys 0.63+post, stock flow scripts
make -C /OpenROAD-flow-scripts/flow DESIGN_CONFIG=/design/flow/config.mk WORK_HOME=/design/flow/orfs finish
==> run notes <==
Figures from the implementation reports.

- The flow ran to the end, and the final reports show no timing, DRC or antenna violations.
- The aggregate global-route resource usage reads 0.0653.
- Of the synthesized area, sequential elements account for 0.339.
- The routed length per placed instance is 13.3 um.
- The placement summary gives the final routability congestion estimate as roughly 0.7.
- The clock net sink count is 17.
- The HPWL after detailed placement reads between 2 and 2.5 mm.
- For the final database, setup skew stands at 3.07 ps.
- The routed via count divided by cell count is between 3 and 4.
- The type of element capturing the critical path reads an output pin.
- The maximum number of pins on one net before global-route repair is 18.
- Setup repair after global routing left no endpoint under its margin.
- The startpoint-to-endpoint class of the critical path is in2out.
- The floorplan utilization reads 0.228.
- The layout summary lists the proportion of cells stronger than drive strength 1 as 0.124.
- The main area contributors are sky130_fd_sc_hd__buf_4 37%, sky130_fd_sc_hd__dfxtp_1 34%, sky130_fd_sc_hd__mux2i_1 16%, sky130_fd_sc_hd__nor2_1 6.0%, sky130_fd_sc_hd__or3_1 1.9%.
- The cell type with the highest aggregate area in the netlist is sky130_fd_sc_hd__buf_4.
- Detailed routing inserted a total of between 700 and 800 vias.
- The sum of routed wire length over all layers reads about 2.8 mm.
- The tool flagged a number of max-cap violations equal to 0.
- The kind of path behind the tightest hold check is reg2reg.
- The OpenROAD warning count reads 25.
- The leakage dissipation reads between 0.0007 and 0.0008 uW.
- The maximum resistive drop on vdd reads 0.000466 V.
- The number of diodes added for antenna fixing reads 0.
- The setup total negative slack reads 0 ps.
- The worst-case setup slack after placement is -413 ps.
- The total number of placement rows is 24.
- The post-route core utilization is 0.344.
- The final report lists a non-filler cell total of between 200 and 250.
- The number of global-route vias before repair is ~810.
- The overall die width reads approximately 90 um.
- The count of nets left with antenna violations once routing finished came out at 0.
- The proportion of netlist area held by the largest area contributor reads 0.366.
- The count of yosys warnings during synthesis reads 3.
- Between the synthesized netlist and the finished layout, the area growth was recorded as 51.2%.
- In the log, the iteration count for the first detailed-route pass is 3.
- The number of DRC violations after detailed routing reads 0.
- The detailed router's first-iteration violation count is 12.
- The worst path in the final design needs a cycle of approximately 1600 ps, including I/O delays and setup.
- The timing report gives the clock slew at the launch and capture registers of the worst setup and hold paths as 70 ps.
- The clock tree root driver cell is sky130_fd_sc_hd__clkbuf_8.
- The TritonCTS buffer count reads 3.
- Clock latency on the worst-skew pair, taken at its later pin, is around 250 ps.
- The cell count listed in synth_stat.txt reads between 100 and 150.
- The number of endpoints failing setup at the final stage is 0.
- Dividing the final minimum period by the clock period gives 0.971.
- The first global-routing pass estimated approximately 4.1 mm of wire.
- The overall die height is 88 um.
- The hold violation count in the final report is 0.
- The mapped cell area reads 0.00100 sq mm.
- TritonCTS built the clock tree.
- The number of placed instances with taps included reads roughly 210.
- The data required time of the worst path is roughly 1300 ps.
- The number of instances in the synthesized netlist reads ~110.
- For this design the ratio of total power to cell area is 670 mW/mm^2.
- The fmax is 0.644 GHz.
- The maximum buffer depth of the clock tree reads 2.
- The final critical-path setup slack is 46.5 ps.
- The flop and latch count out of synthesis reads 17.
- Summed over all layers, the global routing overflow is 0.
- The endpoint arrival time on the critical path reads 1230 ps.
- The largest driver fanout on the critical path is 4.
- The initial antenna violation count came to 0.
- The mean instance size in the synthesized netlist reads between 9 and 10 sq um.
- The number of input and output port buffers inserted is approximately 58.
- The H-tree level count reads 1.
- The core area is 0.00441 sq mm.
- The I/O pin count reads 91.
- STA classifies the critical path startpoint as an input pin.
- In this run, distinct cell masters in the synthesized netlist total 14.
- The die outline area is 0.00774 sq mm.
- The post-synth area from yosys stat reads 0.00100 sq mm.
- The number of pins exceeding their max-slew limit in the final report reads 0.
-- state kept, by name (all words and copies together), names as in the netlist --
signal,cells
u_fetch.valid,1
u_pc.pc_curr,16
-- worst max-delay path: stages --
cell,delay [ps]
sky130_fd_sc_hd__dlygate4sd2_1,270
sky130_fd_sc_hd__buf_4,140
sky130_fd_sc_hd__inv_1,40
sky130_fd_sc_hd__clkdlybuf4s50_1,460
-- cell families (layout without fill, tap and decap cells) --
kind of cell    after synthesis  count (layout)  synth area share
buf+inv                      53              73             0.395
mux                          16              16             0.159
compound gates                1               1           0.00623
simple gates                 22              22            0.0971
other cells                   1              32           0.00373
flops                        17              17             0.339
-- power breakdown --
group / internal, uW / switching (uW)
Sequential: 449 / 16.6
Combinational: 175 / 63.3
Clock: 176 / 138
-- through the flow --
step                      area, sq um  total power, uW  hold WS [ps]
final                            1520             1020           466
after CTS                        1510             1050           473
after global routing             1520             1090           518
after floorplan                  1120              606           432
after global placement           1440              717           464
after detailed placement         1440              717           465
-- layout make-up --
| cell class | instances | area, sq um |
|---|---|---|
| clock buffers | 4 | 45.0 |
| fillers | 437 | 2900 |
| inverters | 1 | 3.75 |
| multi-input cells | 71 | 404 |
| flip-flops and latches | 17 | 344 |
| well taps | 52 | 65.1 |
| repair buffers | 68 | 657 |
-- cells in the final DEF (no fill, tap or decap), drive strengths merged --
cell,n
dfxtp,17
or4b,1
nand2,1
nor2,16
inv,1
clkdlybuf4s50,51
or3,3
dlygate4sd2,3
clkdlybuf4s15,2
dlymetal6s2s,2
nand3,1
o22ai,1
buf,10
clkbuf,4
mux2i,16
conb,32
-- synth_stat cells --
cell type and number:
sky130_fd_sc_hd__inv_1 1, sky130_fd_sc_hd__nor2_1 16, sky130_fd_sc_hd__nand2_1 1, sky130_fd_sc_hd__dlygate4sd1_1 1
sky130_fd_sc_hd__buf_2 1, sky130_fd_sc_hd__dfxtp_1 17, sky130_fd_sc_hd__mux2i_1 16, sky130_fd_sc_hd__o22ai_1 1
sky130_fd_sc_hd__buf_4 49, sky130_fd_sc_hd__or4b_1 1, sky130_fd_sc_hd__buf_6 1, sky130_fd_sc_hd__or3_1 3
sky130_fd_sc_hd__conb_1 1, sky130_fd_sc_hd__nand3_1 1
-- timing repair --
item                       in CTS  in global routing
cloned                          0                  0
hold buffers                    0                  0
pin swaps                       3                  1
gates resized                  12                  4
setup buffers                   1                  0
setup endpoints to repair       5                  3
hold endpoints to repair        0                  0
-- per-layer routing --
layer	GRT usage	part of all wire	wire, um	vias up
met5	0	0	0	-
li1	-	-	-	375
met4	0.00290	0.0046	13	0
met1	0.0837	0.41	1170	325
met2	0.104	0.45	1290	48
met3	0.0290	0.13	360	2
-- final timing paths --
kind | from | end | slack [ps] | cells past startpoint
hold / removal | u_fetch.valid | u_fetch.valid | 470 | 2
setup reg to reg | u_pc.pc_curr[13] | u_fetch.valid | 430 | 3
hold reg to reg | u_fetch.valid | u_fetch.valid | 470 | 2
setup / recovery | hold | rd | 50 | 4
Power and IR drop assume default switching activity.
